## /design/flow/config.mk

```make
export PLATFORM = sky130hd
export DESIGN_NAME = fifo_top
export DESIGN_NICKNAME = fifo_top
export VERILOG_FILES = /design/flow/design.v
export SDC_FILE = /design/flow/constraint.sdc
export NUM_CORES = 4
export LEC_CHECK = 1
export CORE_UTILIZATION = 30
export SYNTH_HDL_FRONTEND = slang
```

## /design/flow/constraint.sdc

```tcl
current_design fifo_top

set clk_period 37.8
set clk_io_pct 0.2

create_clock -name clk0 -period $clk_period [get_ports {mclk}]
create_clock -name clk1 -period $clk_period [get_ports {rclk}]
create_clock -name clk2 -period $clk_period [get_ports {wclk}]

set non_clock_inputs [all_inputs -no_clocks]
set_input_delay [expr $clk_period * $clk_io_pct] -clock clk0 $non_clock_inputs
set_output_delay [expr $clk_period * $clk_io_pct] -clock clk0 [all_outputs]
```

## /design/flow/design.v

```verilog
module gray_counter #(parameter size = 8)(
    input                   				clk,
                           			 		rst_n,
                            				inc,
                            				status,
  	output                  	[size-2:0] 	adr,
  								[size-1:0] 	ptr);
  logic [size-1 : 0] bnext;
  logic [size-1 : 0] gnext;
  logic [size-1 : 0] bin;
  logic [size-1 : 0] ptr_temp;
  logic [size-2 : 0] adr;
  logic [size-1 : 0] ptr;
    assign adr = bin[size - 2 : 0];
    always @(inc,status,rst_n,bin) begin
      if(!rst_n) bnext = 0;
      else if(inc & !status) begin
        bnext = bin + (inc & !status);
      end
      else bnext = bin;
    end
    always @(posedge clk or negedge rst_n) begin
        if(!rst_n) begin
            bin <= 0;
        end
        else begin
            bin <= bnext;
        end
    end
    always @(posedge clk or negedge rst_n) begin
        if(!rst_n) begin
            ptr_temp = 0;
        end
        else begin
            ptr_temp <= gnext;
        end
    end
    assign ptr = ptr_temp;
    assign gnext = bnext ^ (bnext >> 1);
endmodule
module sync #(parameter size = 8)(
  input 								clk,
  										rst_n,
  						[size-1 : 0] 		ptr,
  output 				[size-1 : 0]  	sptr
);
  logic [size-1  : 0]  sptr;
  logic [size-1  : 0]  temp_ptr;
  always @(posedge clk or negedge rst_n) begin
    if (!rst_n) begin
      sptr <= 0;
      temp_ptr <= 0;
    end
    else begin
      temp_ptr <= ptr;
      sptr <= temp_ptr;
    end
  end
endmodule
module fifo_write_full #(parameter size = 8)(
  input 								clk,
  										rst_n,
  										winc,
  							[size-1:0] 	wq2_rptr,
  output                  	[size-2:0] 	wadr,
  							[size-1:0] 	wptr,
  										wfull
);
  logic [size-1:0] 	wadr;
  logic [size:0] 	wptr;
  logic wfull;
  gray_counter #(size) write_gray
  							(	.clk(clk),
                             	.rst_n(rst_n),
                             	.inc(winc),
                             	.status(wfull),
                             	.adr(wadr),
                             	.ptr(wptr)
                            );
  assign wfull = (wq2_rptr[size-1] != wptr[size-1]) ? ((wq2_rptr[size-2] != wptr[size-2]) ? ((wq2_rptr[size-3:0] == wptr[size-3:0]) ? 1 : 0): 0) : 0;
  initial begin 
    $monitor("wq2_rptr[3] %b\t  wptr[3] %b\t  wq2_rptr[2] %b\t  wptr[2] %b\t wq2_rptr[1:0] %b\t  wptr[1:0] %b\n",wq2_rptr[size-1],wptr[size-1],wq2_rptr[size - 2],wptr[size - 2],wq2_rptr[size-3:0],wptr[size-3:0]);
  end
endmodule
module fifo_read_empty #(parameter size = 8)(
  input 										clk,
  												rst_n,
  												rinc,
  							[size-1 : 0 ] 		rq2_wptr,
  output                  	[size-2 : 0 ] 		radr,
  							[size-1: 0] 		rptr,
  												rempty
);
  logic [size-2:0] 	radr;
  logic [size-1:0] 	rptr;
  logic rempty;
  gray_counter #(size) read_gray 
  								( .clk(clk),
                                   .rst_n(rst_n),
                                   .inc(rinc),
                                   .status(rempty),
                                   .adr(radr),
                                   .ptr(rptr)
                           		);
  assign rempty = (rptr == rq2_wptr);
endmodule
module fifo_mem #(parameter dw = 16,
                  parameter aw = 8)(
  input 								clk,
  										rst_n,
  										wclken,
    					[dw - 1 : 0] 	wdata,
  						[aw - 1 : 0] 	waddr,
  						[aw - 1 : 0] 	raddr,
  output				[dw - 1 : 0] 	rdata
);
  logic [dw-1 : 0] mem [0 : 255];
  task reset_mem();
    for(int i = 0; i <= 255; i++) begin
      mem[i] <= 0;
    end
  endtask
  always @(posedge clk or negedge rst_n) begin
    if(!rst_n) begin
      reset_mem();
    end
    else begin
      if(wclken) begin
        mem[waddr] <= wdata;
      end
      else;
    end
  end
  assign rdata = mem[raddr];
endmodule
module fifo_top #(parameter aw = 8,
                  parameter dw = 16)(
  input 								mclk,
  										mrst_n,
  										wclk,  										
  										wrst_n,
  										rclk,
  										rrst_n,
  					 					winc,
    								    rinc,
  						[dw - 1 : 0] 	wdata,
  output 				[dw - 1 : 0 ]	rdata,
  										wfull,
  										rempty);
  logic [aw-2:0] 		wadr;
  logic [aw-2:0] 		radr;
  logic [aw-1:0] 		rptr;
  logic [aw-1:0] 		wptr;
  logic [aw-1:0] 		rq2_wptr;
  logic [aw-1:0] 		wq2_rptr;
  logic [dw - 1 : 0 ]	rdata;
  logic					wfull;
  logic 				rempty;
  logic wclken;
  assign wclken = winc & !wfull;
  sync #(aw) wsync_inst	(
    					.clk(wclk),
    					.rst_n(wrst_n),
    					.ptr(rptr),
    					.sptr(wq2_rptr)
  						);  
  sync #(aw) rsync_inst	(
    					.clk(rclk),
    					.rst_n(rrst_n),
    					.ptr(wptr),
    					.sptr(rq2_wptr)
  						);
  fifo_write_full #(aw) fwr_inst(.clk(wclk),
                                 .rst_n(wrst_n),
                                 .winc(winc),
                                 .wq2_rptr(wq2_rptr),
                                 .wadr(wadr), 
                                 .wptr(wptr),
                                 .wfull(wfull)
                                );
  fifo_read_empty #(aw) frd_inst(.clk(rclk),
                                 .rst_n(rrst_n),
                                 .rinc(rinc),
                                 .rq2_wptr(rq2_wptr),
                                 .radr(radr),
                                 .rptr(rptr),
                                 .rempty(rempty)
                                );
  fifo_mem #(dw,aw) fmem_inst(.clk(mclk),
                              .rst_n(mrst_n),
                              .wclken(wclken),
                              .wdata(wdata),
                              .waddr(wadr),
                              .raddr(radr),
                              .rdata(rdata)
                             );
endmodule
```

## /design/flow/run.sh

```bash
#!/bin/bash
# OpenROAD 26Q1-2900-gdf79404cd8, Yosys 0.63+post, stock flow scripts
make -C /OpenROAD-flow-scripts/flow DESIGN_CONFIG=/design/flow/config.mk WORK_HOME=/design/flow/orfs finish
```

==> results.txt <==
Physical implementation.

- The run finished with clean final reports.
- The DRC violation total left in the routed layout is recorded as 0.
- The number of cells on the worst reg-to-reg path is 5.
- The worst-case hold slack is 344.7 ps.
- The kind of capture point of the worst setup path is a primary output.
- The detailed-route wire length per cell is 26.27 um.
- The timing report gives the worst reg2reg path a setup slack of 34470 ps.
- Detailed routing inserted a total of 56220 vias.
- In this run the tightest slew margin relative to its limit is 1.549%.
- Routability-driven placement finished with a final weighted congestion of 0.8623.
- The number of hold violations in the final report is 0.
- In the final report, the number of pins over their slew limit comes to 0.
- The number of instances resized during post-cts repair is 0.
- From synthesis to final layout, the design area changed by 12.73%.
- The floorplan die width is 569.6 um.
- The total of endpoints with negative setup slack in the final report is 0.
- The finished layout holds 10800 standard cells, fillers aside.
- The post-detailed-route via-to-cell ratio is 5.207.
- Counting flops with a built-in enable in the synthesized netlist gives 0.
- For this design the ratio of total power to cell area is 45.24 mW/mm^2.
- According to the CTS report, the clock sink count is 2110.
- The slew at the pin closest to its max-slew limit is 1440 ps.
- The cell area after synthesis is 0.09666 sq mm.
- The highest supply drop recorded on VDD is 0.00004766 V.
- Ranking logic cells in the layout by count gives the top entries 2104 x dfrtp_1, 1500 x mux2_2, 571 x mux2_1, 363 x mux4_2, 294 x mux2i_1.
- The share of the core filled by cells before placement is 30.12%.
- The post-synthesis average cell area is 15.19 sq um.
- In the post-route analysis, the smallest setup slack over all paths is 23700 ps.
- Per the synth log, the flip-flop and latch total comes to 2110.
- The total power after layout is 4.929 mW.
- The class of the most critical setup path is reg2out.
- Per the detailed-route log, wirelength across all metal layers totals 283700 um.
- The setup TNS is 0 ps.
- The area recorded from the Yosys report for this design is 0.09666 sq mm.
- The count of input and output buffers is 39.
- The number of setup buffers added after CTS is 0.
- According to the floorplan log, the row count is 208.
- The number of I/O pins is 42.
- For this block, the initial DRC count from the detailed router was 3266.
- The clock transition at the registers of the reported paths is 50 ps.
- The worst reg2reg path startpoint is frd_inst.read_gray.bin[2].
- The initial antenna violation count came to 9.
- The fraction of final layout cells sized beyond drive strength 1 is 40.78%.
- The count of cells along the worst hold path is 0.
- Summing the sequential cell areas from Yosys gives 54.63% of the chip area.
- The vertical die dimension is 569.6 um.
- Across the run, the number of max-cap violations was 0.
- Once detailed placement completed, the half-perimeter wirelength came to 175000 um.
- The share of the core filled with cells is 33.96%.
- The stage logs contain a warning count of 30.
- The number of distinct library cell variants in the gate-level netlist after synthesis is 73.
- In this run the static leakage power is 51.32 nW.
- Entering global routing, the biggest net connects 114 pins.
- STA puts the critical path data arrival time at 6540 ps.
- The number of warnings printed during yosys synthesis is 0.
- The worst hold path belongs to the class reg2reg.
- Setup repair after global routing left no endpoint under its margin.
- Per the synth stats, the proportion of register bits with asynchronous set or reset is 100.0%.
- The first detailed-routing pass ran for 5 iterations.
- The dominant register cell is dfrtp_1.
- The capture point of the worst register-to-register path is recorded as frd_inst.read_gray.ptr[2].
- Per the cell usage report, the commonest logic cell in the layout is dfrtp_1.
- The floorplan step defined a core boundary enclosing 0.3209 sq mm.
- The via count of the first global-routing pass is 60300.
- The total die area is 0.3245 sq mm.
- The post-place setup slack is 23840 ps.
- Per the post-route antenna check, the number of violating nets is 0.
- The placed cell count is 10380.
- After detailed placement, the total cell area comes to 0.1014 sq mm.
- Fill cells in the final layout number 30060.
- The first global-routing pass estimated 424500 um of wire.
- The biggest fanout along the worst timing path is 37.
- The launch point of the worst hold path is rsync_inst.temp_ptr[3].
- For reference, the critical path is launched at frd_inst.read_gray.bin[0].
- Between clock sinks in the finished design, the worst skew comes to 6.080 ps.
- The number of standard cells reported by yosys is 6362.
- The path with the worst hold slack has its endpoint at rsync_inst.sptr[3].
- The global-route congestion overflow total is 0.
- TritonCTS built the clock tree.
- The all-layer global routing usage is 18.48%.
- The design area is 0.1090 sq mm.
- STA classifies the critical path startpoint as a flip-flop.
- At the worst endpoint, the required time is 30240 ps.
- Per the post-synthesis report, the number of cells in the design is 6362.
- For this design, the CTS-stage hold fixing added 0 buffers.
==> worst max-delay path: stages, from the launching register on <==
cell,delay (ps)
dfrtp_4,810
buf_4,690
buf_4,690
buf_4,670
mux4_2,590
nand2_1,80
a21oi_1,110
a2111oi_1,1120
buf_4,260
a211oi_1,120
buf_4,230
o32a_1,300
clkdlybuf4s50_1,460
==> sequential cells by signal (all words and copies together), names as in the netlist <==
name	cells
fwr_inst.write_gray.ptr	7
wsync_inst.sptr	8
frd_inst.read_gray.bin	8
wsync_inst.temp_ptr	8
rsync_inst.sptr	8
fmem_inst.mem	2048
rsync_inst.temp_ptr	8
frd_inst.read_gray.ptr	7
fwr_inst.write_gray.bin	8
==> Yosys cell counts (all sizes together), types with 10 or more instances <==
cell / n / share of area (%)
nor2: 113 / 1.0
nor2b: 20 / 0.13
mux4: 363 / 8.5
a221oi: 27 / 0.24
buf: 272 / 2.0
mux2: 2071 / 24
o221ai: 59 / 0.53
o21ai: 32 / 0.17
o211ai: 10 / 0.078
o32a: 10 / 0.10
clkbuf: 321 / 1.2
xor2: 13 / 0.12
o22ai: 18 / 0.12
dfrtp: 2110 / 55
a31oi: 19 / 0.12
a21oi: 88 / 0.46
a22oi: 105 / 0.82
a22o: 17 / 0.15
nand2: 177 / 0.73
nand3: 26 / 0.14
or3: 10 / 0.065
a211oi: 39 / 0.30
xnor2: 14 / 0.13
nor3: 24 / 0.12
mux2i: 294 / 3.0
a2111oi: 16 / 0.15
==> cells by family (layout without fill, tap and decap cells) <==
logic type / Yosys count / in the layout / share of synthesized area [%]
multiplexers: 2728 / 2728 / 35.63
flip-flops: 2110 / 2110 / 54.63
buffers and inverters: 603 / 730 / 3.307
AND-OR/OR-AND: 477 / 477 / 3.577
AND/OR/NAND/NOR: 412 / 412 / 2.541
XOR/XNOR: 28 / 28 / 0.2692
adder cells (fa/ha/maj): 4 / 4 / 0.05178
other: 0 / 4 / 0
==> layout make-up <==
type,count,area (sq um),share of cell area (%)
clock buffers,355,6833,6.271
flip-flops and latches,2110,52820,48.47
diodes,4,10.01,0.009186
repair buffers,304,2357,2.163
clock inverters,61,714.4,0.6557
inverters,10,37.54,0.03445
multi-input cells,3649,40810,37.45
well taps,4305,5386,4.943
==> metal layers <==
layer	up-vias	wire, um	part of all wire (%)	global-route usage, %
li1	23600	-	-	-
met2	1785	130200	46	27.85
met5	-	63	0.022	0.07437
met4	8	12440	4.4	6.373
met1	30330	113800	40	24.53
met3	502	27210	9.6	7.649
==> where the power goes <==
part	switching (mW)	internal [mW]	total, mW	leakage [nW]
registers	0.0163	2.28	2.30	29.4
clock network	0.934	1.29	2.22	3.72
logic	0.256	0.151	0.407	18.2
total	1.21	3.72	4.93	51.3
==> worst max path at each step <==
stage,slack [ps],to
CTS,23530,rdata[0]
global route,23350,rdata[0]
finish,23700,rdata[0]
Power and IR drop assume default switching activity.
